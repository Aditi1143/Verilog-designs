--- /design/flow/config.mk ---
export PLATFORM = sky130hd
export DESIGN_NAME = cla
export DESIGN_NICKNAME = cla
export VERILOG_FILES = /design/flow/design.v
export SDC_FILE = /design/flow/constraint.sdc
export NUM_CORES = 4
export LEC_CHECK = 1
export CORE_AREA = 10 10 70 70
export DIE_AREA = 0 0 80 80
--- /design/flow/constraint.sdc ---
current_design cla

set clk_period 3.0
set clk_io_pct 0.2

create_clock -name clk0 -period $clk_period

set non_clock_inputs [all_inputs -no_clocks]
set_input_delay [expr $clk_period * $clk_io_pct] -clock clk0 $non_clock_inputs
set_output_delay [expr $clk_period * $clk_io_pct] -clock clk0 [all_outputs]
--- /design/flow/design.v ---
module cla(a,b,cin,s,cout);
  input [3:0]a,b;
  input cin;
  output [3:0]s;
  output cout;
  wire [3:0] g,p;
  wire c1,c2,c3;
  assign g=a&b;
  assign p=a^b;
  assign c1=(g[0])|(cin & p[0]);
  assign c2=(g[1])|(g[0]&p[1])|(cin & p[0] & p[1]);
  assign c3=(g[2])|(g[1] &p[2])|(g[0]&p[1]&p[2])|(cin & p[0] & p[1] & p[2]);
  assign cout=(g[3])| (g[2] & p[3])|(g[1]&p[2]&p[3])|(g[0]&p[1]&p[2] &p[3])|(cin & p[0] & p[1] & p[2] & p[3]);
  assign s[0]=p[0]^cin;
  assign s[1]=p[1]^c1;
  assign s[2]=p[2]^c2;
  assign s[3]=p[3]^c3;
endmodule
--- /design/flow/run.sh ---
#!/bin/bash
# OpenROAD 26Q1-2900-gdf79404cd8, Yosys 0.63+post, stock flow scripts
make -C /OpenROAD-flow-scripts/flow DESIGN_CONFIG=/design/flow/config.mk WORK_HOME=/design/flow/orfs finish
==> qor.yml <==
max-slew-margin-rel_pct: 90.05
hold_path_class: "input pin to output port"
first_pass_iters: 1
grt_util_met1_pct: 2.717
drc: 0
place.gp.congestion: 0.8179
end_kind: "output port"
nClkBuffers: 0
grt_most_used_layer: "met1"
grt_pass1_vias: 194
power_density_mw_per_mm2: 162.3
ys_types: 11
p_int_mw: 0.04024
wire_per_inst_um: 7.475
wl_um: 598
syn-cell-area_um2: 158.9
overflow: 0
crit_path_end: "s[1]"
setup_violations: 0
ys_warn_count: 0
grt.total_usage_pct: 1.735
p_leak_nw: 0.1738
power_frac_seq_pct: 0
postSynthCellCount: 19
initCoreUtil_pct: 4.652
drive_gt1_share_pct: 5.882
fin_crit_sh_pct: 92.70
fillers: 404
crit_fanout: 2
coreArea_mm2: 0.003416
n_antenna_cell: 0
warning_count: 33
p_sw_mw: 0.01967
final_cell_area_um2: 369.1
common_cells: "5 x ha_1, 4 x inv_1, 2 x xnor2_1"
yosys-top-cells-area: "ha_1 39%, fa_1 13%, xnor2_1 11%, inv_1 9.4%, xor2_1 5.5%"
die_y_um: 80
clkPwrFrac_pct: 0
seq_cells: 0
ys_seq_share_pct: 0
yosys_area_um2: 158.9
worstSetupStartpointType: "input pin"
ios: 14
numPortBuffers: 14
finalMaxSlewViolations: 0
synth_top_area_share_pct: 39.37
cp.arrival_ns: 2.18
chip_area_mm2: 0.006400
met2_usage_pct: 1.846
die_w_um: 80
drt_iter0_drc: 0
antenna_found_initial: 0
fp-row-count: 21
total_power_mw: 0.05991
ys_cells: 19
vias_per_cell: 2.300
grt_max_degree: 4
fmax_mhz: 359.6
hold_viol_final: 0
fin_crit_ns: 2.781
flop_area_um2: 0
most_common_cell: "ha_1"
sw_frac_of_total_pct: 32.83
cp-startpoint: "cin"
yosysTopAreaCell: "ha_1"
dp_hpwl_um: 545.8
num_vias: 184
rsz0062_at_grt: "false"
cts_hold_buf: 0
tightestPinTransition_ns: 0.1482
final_util_pct: 10.81
finalSetupTns_ns: 0
placed_area_um2: 356.6
status: "finished, final reports clean"
area_growth_pct: 132.3
grt_pass1_wl_um: 890
use_met3_pct: 1.250
critPathKind: "input pin to output port"
cp.required_ns: 2.40
vdd_drop_max_mv: 0.03611
cap_violations: 0
synth_area_per_cell_um2: 8.363
ant_nets: 0
combPwrFrac_pct: 100.0
-- logic make-up (layout without fill, tap and decap cells) --
group / after synthesis / in the layout / synth area share, %
and+or+nand+nor: 2 / 2 / 4.720
AOI/OAI and AO/OA: 4 / 4 / 17.33
xor gates and xnor gates: 3 / 3 / 16.54
adders and majority gates: 6 / 6 / 51.97
buffers and inverters: 4 / 19 / 9.446
-- repair_timing --
action	CTS	global route
hold endpoints to repair	0	0
buffers inserted	1	0
setup endpoints to repair	3	1
resized	3	2
pin swaps	5	3
-- power by group through the flow --
stage	Sequential, mW	Clock, mW	Combinational (mW)
finish	0	0	0.0599
global route	0	0	0.0674
CTS	0	0	0.0614
-- worst min path at each step --
stage	start	to	slack, ns	cells past startpoint
4_1_cts	b[3]	s[3]	2.11	4
6_report	b[0]	s[2]	2.02	6
5_1_grt	b[0]	s[0]	2.11	5
-- worst max-delay path, cell delays in order --
cell	delay, ns
clkdlybuf4s50_1	0.49
inv_1	0.06
fa_1	0.38
xnor2_1	0.17
clkdlybuf4s50_1	0.50
-- area by class of cell --
cell class         count  area, um2  share of cell area (%)
multi-input cells     15      146.4                   39.66
repair buffers        15      150.1                   40.68
inverters              4      15.01                   4.068
well taps             46      57.56                   15.59
-- per-stage QoR --
step                      setup slack (ns)  hold slack (ns)  instances
after floorplan                     0.9503            1.369         19
after global placement            -0.04189            2.273         79
after detailed placement          -0.05491            2.281         79
after CTS                          0.01678            2.110         80
after global routing                0.1626            2.106         80
final                               0.2191            2.020         80
-- layer usage --
metal,vias to the layer above,share of wire [%]
li1,92,-
met1,78,58
met2,14,21
met3,0,22
met4,0,0
met5,-,0
-- cell usage in the layout, fill, tap and decap left out --
| cell type | netlist | final |
|---|---|---|
| buf_4 | 0 | 1 |
| ha_2 | 0 | 1 |
| o21a_1 | 1 | 1 |
| dlygate4sd2_1 | 0 | 2 |
| xor2_1 | 1 | 1 |
| ha_1 | 5 | 4 |
| a21o_1 | 1 | 1 |
| nor2_1 | 1 | 1 |
| xnor2_1 | 2 | 2 |
| nand2_1 | 1 | 1 |
| o211ai_1 | 1 | 1 |
| clkdlybuf4s50_1 | 0 | 10 |
| inv_1 | 4 | 4 |
| fa_1 | 1 | 1 |
| dlymetal6s2s_1 | 0 | 2 |
| a21oi_1 | 1 | 1 |
No activity file was given, so power comes from the tool's default toggle rates.
