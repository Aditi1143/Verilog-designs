<file path="/design/flow/design.v">
module full_adder(a,b,cin,sum,cout);
input a,b,cin;
output sum,cout;
assign sum=a^b^cin;
assign cout=(a&b)|(cin&(a^b));
endmodule
module rca(a,b,cin,s,cout);
  input [3:0]a,b;
input cin;
output [3:0] s;
output cout;
  wire c1,c2,c3;
  full_adder f1(a[0],b[0],cin,s[0],c1);
  full_adder f2(a[1],b[1],c1,s[1],c2);
  full_adder f3(a[2],b[2],c2,s[2],c3);
  full_adder f4(a[3],b[3],c3,s[3],cout);
endmodule
</file>
<file path="/design/flow/constraint.sdc">
current_design rca

set clk_period 3.0
set clk_io_pct 0.2

create_clock -name clk0 -period $clk_period

set non_clock_inputs [all_inputs -no_clocks]
set_input_delay [expr $clk_period * $clk_io_pct] -clock clk0 $non_clock_inputs
set_output_delay [expr $clk_period * $clk_io_pct] -clock clk0 [all_outputs]
</file>
<file path="/design/flow/config.mk">
export PLATFORM = sky130hd
export DESIGN_NAME = rca
export DESIGN_NICKNAME = rca
export VERILOG_FILES = /design/flow/design.v
export SDC_FILE = /design/flow/constraint.sdc
export NUM_CORES = 4
export LEC_CHECK = 1
export CORE_AREA = 10 10 70 70
export DIE_AREA = 0 0 80 80
</file>
<file path="/design/flow/run.sh">
#!/bin/bash
# OpenROAD 26Q1-2900-gdf79404cd8, Yosys 0.63+post, stock flow scripts
make -C /OpenROAD-flow-scripts/flow DESIGN_CONFIG=/design/flow/config.mk WORK_HOME=/design/flow/orfs finish
</file>
==> results.yml <==
# physical design summary
synth:
  syn_area_um2: 147.6
  area_leaders: "fa_1 54%, inv_1 25%, buf_4 20%"
  top_cell_area_share: 0.5424
  synth_cell_types: 3
  yosysWarnings: 0
  postSynthSeqShare: 0
  ys_cells: 18
  yosysTopAreaCell: "fa_1"
  syn_inst: 18
  synth_area_per_cell_um2: 8.202
  yosysChipArea_um2: 147.6
final_timing:
  max_freq_ghz: 0.3505
  maxSlewViolCount: 0
  whs_ns: 1.947
  finalSetupTns_ns: 0
  finalClockPeriodUsage: 0.9511
  max_slew_margin: 0.9322
  grt_setup_unrepaired: "false"
  setup_viol: 0
  finalHoldViolations: 0
  min_period_ns: 2.853
  tightest_slew_ns: 0.1014
placed_design:
  gp_congestion: 0.8184
  post-dp-hpwl_um: 398.5
  port_buffers: 14
detailed_routing:
  remaining_drc_errors: 0
  drt-initial-drc-count: 0
  vias_per_cell: 1.541
  wl_per_cell_um: 5.392
  wirelength_um: 399
  ant_nets: 0
  num_vias: 114
  num_antenna_cells: 0
  drt-pass1-iter-count: 1
cells_and_area:
  layout_top_cells_excl_fill_tap: "6 x inv_1, 6 x clkdlybuf4s50_1, 4 x inv_2, 4 x buf_2"
  flop_area_um2: 0
  final_util: 0.08828
  n_clock_buffer: 0
  syn_to_final_growth_pct: 104.2
  layout-drive-gt1-share: 0.3929
  flops: 0
  fillCellCount: 409
setup_path:
  worst-path-max-fanout: 1
  crit_path_start_kind: "primary input"
  required_ns: 2.40
  cp.arrival_ns: 2.25
  end_kind: "output port"
  startpoint: "a[0]"
  path_class: "primary input to output port"
clocking:
  cts_setup_buffers: 0
  cts_hold_buffers: 0
floorplan:
  io_pins: 14
  initial_utilization: 0.04322
  fp.dieW_um: 80
  core_area_um2: 3416
  rows: 21
  die_h_um: 80
  die_area_um2: 6400
power_and_ir_drop:
  p_leak_nw: 0.1437
  power_density_nw_per_um2: 137.1
  vdd_drop_max_v: 0.00002954
min_path:
  hp-class: "primary input to output port"
  hp-start: "b[3]"
run:
  tool_warnings: 32
  maxCapViolations: 0
grt:
  track_usage: 0.01254
  grt_pass1_vias: 132
  antenna_found_initial: 0
  grt_overflow: 0
  grt_max_degree: 2
  grt_pass1_wl_um: 641
status:
  status: "finished, final reports clean"
through the flow:
stage / cell area, µm² / setup WS (ns) / std cells / total power [mW]
floorplan: 147.6 / 0.2232 / 18 / 0.02288
global placement: 315.3 / -0.6615 / 74 / 0.04822
detailed placement: 315.3 / -0.6782 / 74 / 0.04905
CTS: 299.0 / 0.02092 / 74 / 0.04355
global route: 301.5 / 0.006705 / 74 / 0.05061
finish: 301.5 / 0.1466 / 74 / 0.04135
Yosys cell counts:
library cell	instances
fa_1	4
buf_4	4
inv_1	10
logic make-up (layout without fill, tap and decap cells):
logic type                 count (synthesis)  in the layout  synth area share
buffers and inverters                     14             24            0.4577
adders and majority gates                  4              4            0.5424
layout make-up:
class	instances	area (µm²)	share of cell area
inverters	10	37.54	0.1245
multi-input cells	4	87.58	0.2905
well taps	46	57.56	0.1909
repair buffers	14	118.9	0.3942
routing by layer:
layer / global-route usage / routed length, µm / part of all wire
met2: 0.01124 / 67 / 0.17
met4: 0 / 0 / 0
met5: 0 / 0 / 0
met3: 0.02045 / 175 / 0.44
met1: 0.01474 / 156 / 0.39
power breakdown:
part           total (mW)  switching (mW)  internal (mW)
Clock                   0               0              0
Sequential              0               0              0
Combinational      0.0413          0.0140         0.0273
Total              0.0413          0.0140         0.0273
critical path, stage by stage:
cell,delay (ns)
buf_2,0.10
inv_2,0.05
fa_2,0.19
inv_2,0.04
fa_2,0.34
fa_2,0.34
inv_2,0.06
fa_1,0.39
inv_1,0.05
buf_2,0.08
final timing paths:
kind,end,slack [ns],depth (start not counted)
setup / recovery,s[3],0.15,10
hold / removal,s[3],1.95,5
timing repair:
action / 4_1_cts / 5_1_grt
hold endpoints to repair: 0 / 0
pin swaps: 4 / 3
endpoints found under the setup margin: 4 / 1
gates resized: 22 / 1
Power is estimated from default activity; no workload was simulated.
