## flow/design.v

```verilog
module up_down(clk,rst,mode,enable,q);
  input clk,rst,mode,enable;
  output reg [3:0]q;
  always@(posedge clk)
    begin
      if(rst)
        q<=4'b0000;
      else if(enable)
        if(mode)
        q<=q+1;
       else
        q<=q-1;
    end
endmodule
```

## flow/run.sh

```bash
#!/bin/bash
# OpenROAD 26Q1-2900-gdf79404cd8, Yosys 0.63+post, stock flow scripts
make -C /OpenROAD-flow-scripts/flow DESIGN_CONFIG=/design/flow/config.mk WORK_HOME=/design/flow/orfs finish
```

## flow/config.mk

```make
export PLATFORM = sky130hd
export DESIGN_NAME = up_down
export DESIGN_NICKNAME = up_down
export VERILOG_FILES = /design/flow/design.v
export SDC_FILE = /design/flow/constraint.sdc
export NUM_CORES = 4
export LEC_CHECK = 1
export CORE_AREA = 10 10 70 70
export DIE_AREA = 0 0 80 80
```

## flow/constraint.sdc

```tcl
current_design up_down

set clk_period 1.5
set clk_io_pct 0.2

create_clock -name clk0 -period $clk_period [get_ports {clk}]

set non_clock_inputs [all_inputs -no_clocks]
set_input_delay [expr $clk_period * $clk_io_pct] -clock clk0 $non_clock_inputs
set_output_delay [expr $clk_period * $clk_io_pct] -clock clk0 [all_outputs]
```

==> run summary <==
Implementation status.

- The flow ran to the end, and the final reports show no timing, DRC or antenna violations.
- Data on the critical path arrives at its endpoint at approximately 1600 ps.
- The worst-case clock buffer depth is 2.
- The combined area of all synthesized cells is 234 sq um.
- The number of different library cells used by synthesis comes to 14.
- The length in cells of the worst reg-to-reg path is 5.
- The number of design-rule violations left by the first detailed-router iteration is 13.
- The cell leakage power is 0.178 nW.
- The library cell used most frequently in the layout, excluding fill and tap cells, is sky130_fd_sc_hd__clkdlybuf4s50_1.
- The maximum net fanout on the critical path is 2.
- The post-placement cell area is 402 sq um.
- The final critical path takes up between 90% and 100% of the cycle.
- The clock-pin slew on the worst setup and hold paths is 40 ps.
- The signal on the critical path passes through ha_4 -> a21o_1 -> a21oi_2 -> mux2i_1 -> mux2_1.
- Routing resource usage on met2 recorded by global route was approximately 3.6%.
- The horizontal die dimension is 80 um.
- The synthesized area per cell is 9.75 sq um.
- The total cells reported by yosys after synthesis is 24.
- The worst slack at placement is -583 ps.
- The number of buffers created by CTS is 3.
- The largest registers in the layout are q (4).
- The congestion estimate from routability-driven global placement came to 0.781.
- The setup-violating endpoint count in the final report is 0.
- The routing usage on met3 is less than 1%.
- The peak per-stage delay on the critical path is 340 ps.
- The required time of the critical path is 1610 ps.
- In this run the core area contains 21 standard-cell rows.
- The register with the highest flop count is q.
- The via count is roughly 220.
- The type of the worst setup path is reg -> reg.
- The critical path launch point is q[1]$_SDFFE_PP0P_.
- According to the Yosys statistics, the synthesized design has a chip area of 234 sq um.
- Across the run, the number of max-cap violations was 0.
- Input and output buffers added on the ports amount to 7.
- The die outline height is 80 um.
- The worst flop-to-flop path endpoint is q[3]$_SDFFE_PP0P_.
- The finished cells cover between 400 and 500 sq um.
- The worst path meets setup with 2.02 ps of slack.
- After floorplanning, the die was sized to cover 0.00640 sq mm.
- The pin closest to its max-slew limit shows a slew of 181 ps.
- The number of max-slew violations in the final report is 0.
- The layout summary lists the proportion of cells stronger than drive strength 1 as 36.8%.
- Per the detailed-route log, wirelength across all metal layers totals about 600 um.
- The clock insertion delay at the later pin of the skew report is roughly 230 ps.
- Per the post-route antenna check, the number of violating nets is 0.
- The detailed placer reported the number of placed instances as 80.
- The worst setup path is launched from a flop.
- The global-route total usage across every layer is 2.06%.
- Hold timing on the final database bottoms out at a slack of 539 ps.
- The count of hold buffers inserted by post-cts repair is 0.
- The sequential area share after synthesis is 34.2%.
- The routed wire length per instance is around 7.1 um.
- The peak ir drop on the vdd network is 0.000146 V.
- The number of top-level pins is 8.
- The number of clock sinks is 4.
- The gate count after technology mapping is 24.
- The average vias per placed instance is 2.56.
- Total power for the finished layout comes to 0.383 mW.
- The relative slew slack is 87.6%.
- Ranking logic cells in the layout by count gives the top entries sky130_fd_sc_hd__clkdlybuf4s50_1 (6), sky130_fd_sc_hd__buf_4 (5), sky130_fd_sc_hd__nor2_1 (4).
- CTS built an H-tree with a depth of 1.
- The number of stages on the worst hold path is 2.
- The floorplan core density is 6.85%.
- The number of flip-flops under the largest register name is 4.
- The half-perimeter wire length after detailed placement is 503 um.
- The finished layout reports a core utilization of between 10% and 20%.
- The register bit count reported by yosys is 4.
- The post-route non-filler standard cell count is 84.
- The DRC violations left is 0.
- TritonCTS built the clock tree.
- The number of warnings reported in the stage logs is 27.
- The worst hold endpoint is q[2]$_SDFFE_PP0P_.
- The maximum frequency from static timing analysis is 0.668 GHz.
- The tree is rooted in a sky130_fd_sc_hd__clkbuf_4.
- The final hold violation count is 0.
- The worst path in the final design needs a cycle of around 1500 ps, including I/O delays and setup.
- The global router reports that the layer with the highest usage is met2.
- Entering global routing, the biggest net connects 6 pins.
- The type of the tightest min-delay check is reg -> reg.
- The critical path capture point type is a flop.
- The first TritonRoute pass finished after 4 iterations.
- The register-to-register setup slack is 2 ps.
- The script computed a power per unit cell area of 894 mW/mm^2.
- The number of warning messages in the yosys log is 1.
- The master of the slowest instance on the critical path is sky130_fd_sc_hd__dfxtp_2.
- The floorplan step defined a core boundary enclosing 0.00342 sq mm.
- The initial antenna violation count is 0.
- The number of antenna diodes is 0.
- Global routing consumed, on the met1 layer, 2.27% of the routing resources.
- Summed over all layers, the global routing overflow is 0.
- The global-route wire length before repair is 1130 um.
- In this run the layout overhead on the synthesized area is reported as 82.9%.
- For the worst min-delay path, the startpoint reported by OpenROAD is q[2]$_SDFFE_PP0P_.
- For the final routed database, the setup TNS stands at 0 ps.
- The number of global-route vias before repair was around 270.
- The critical register-to-register path startpoint is q[1]$_SDFFE_PP0P_.
- Setup repair after global routing could not meet its margin everywhere.
- The setup skew after layout is 2.65 ps.
worst max-delay path, delay by kind of cell (launching register included):
family                     cells  cell delay (ps)
AOI/OAI and AO/OA              2              290
DFF                            1              340
adders and majority gates      1              190
muxes                          2              570
cell families after synthesis:
group	share of synthesized area, %
compound gates	10.2
xor+xnor	7.49
fa+ha+maj	19.2
buf+inv	3.21
flops	34.2
mux	13.4
simple gates	12.3
layer usage:
metal | vias up | wire length (um)
li1 | 109 | -
met1 | 98 | 263
met2 | 6 | 286
met3 | 2 | 30
met4 | 0 | 15
met5 | - | 0
power breakdown:
group	internal [mW]	total, mW	switching, mW
combinational	0.0762	0.118	0.0417
sequential	0.122	0.136	0.0139
clock	0.0892	0.129	0.0396
total	0.288	0.383	0.0952
final cells by class:
class | instances | area [sq um]
Clock buffer | 3 | 22.5
Tap cell | 46 | 57.6
Timing Repair Buffer | 12 | 103
Sequential cell | 4 | 82.6
Inverter | 1 | 3.75
Fill cell | 396 | 2990
Multi-Input combinational cell | 18 | 159
cell usage after synthesis (all sizes together):
| library cell | n | share of area, % |
|---|---|---|
| a211oi | 1 | 3.2 |
| dfxtp | 4 | 34 |
| mux2i | 2 | 8.6 |
| inv | 1 | 1.6 |
| a21o | 1 | 3.2 |
| fa | 1 | 8.6 |
| a21oi | 1 | 3.7 |
| clkbuf | 1 | 1.6 |
| nor2b | 1 | 2.7 |
| nand2 | 2 | 3.2 |
| nor2 | 4 | 6.4 |
| mux2 | 1 | 4.8 |
| xnor2 | 2 | 7.5 |
| ha | 2 | 11 |
worst max-delay path by stage:
stage                    to  slack, ps  cells past startpoint
6_report  q[3]$_SDFFE_PP0P_          2                      5
5_1_grt   q[3]$_SDFFE_PP0P_       -100                      5
4_1_cts   q[3]$_SDFFE_PP0P_        -40                      5
repair_timing:
item | 4_1_cts | 5_1_grt
pin swaps | 2 | 1
endpoints found under the setup margin | 4 | 1
buffers inserted | 1 | 0
resized | 5 | 0
Power figures rest on the tool's default switching activity, not on a simulated workload.
